==> ./design.v <==
module fsm(input clock,resetn,pkt_valid, parity_done, soft_reset_0,soft_reset_1,soft_reset_2,fifo_full,low_pkt_valid,fifo_empty_0,fifo_empty_1,fifo_empty_2,
input [1:0]data_in,
output busy, detect_add, ld_state,laf_state, full_state,write_enb_reg,rst_int_reg,lfd_state
    );
    parameter decode_address = 4'b0001,
              wait_till_empty = 4'b0010,
              load_first_data = 4'b0011,
              load_data = 4'b0100,
              load_parity = 4'b0101,
              fifo_full_state = 4'b0110,
              load_after_full = 4'b0111,
              check_parity_error = 4'b1000;
    reg [3:0] state,next_state;
    reg [1:0]temp;
    always@(posedge clock)
    begin
        if(!resetn)
            temp<=0;
        else if(detect_add)
            temp<=data_in;
    end
    always@(posedge clock)
    begin
        if(!resetn)
            state<=decode_address;
        else if(soft_reset_0 && temp==2'b00)
            state<=decode_address;
        else if(soft_reset_1 && temp==2'b01)
            state<=decode_address;
        else if(soft_reset_2 && temp==2'b10)
            state<=decode_address;
        else
            state<=next_state;
    end
    always@(*)
    begin
        case(state)
        4'b0001:begin
                if((pkt_valid && (data_in==2'b00) && fifo_empty_0) || (pkt_valid && (data_in==2'b01) && fifo_empty_1) || (pkt_valid && (data_in==2'b10) && fifo_empty_2))
                    next_state<=load_first_data;
                else if((pkt_valid && (data_in==2'b00) && !fifo_empty_0) || (pkt_valid && (data_in==2'b01) && !fifo_empty_1) || (pkt_valid && (data_in==2'b10) && !fifo_empty_2))
                    next_state<=wait_till_empty;
                else
                next_state<=decode_address;
        end
        4'b0011:begin
            next_state<=load_data;  
        end
        4'b0001:begin  
            if((fifo_empty_0 && (temp==2'b00)) || (fifo_empty_1 && (temp==2'b01)) || (fifo_empty_2 && (temp==2'b10)))
                next_state<=load_first_data;
            else
                next_state<=wait_till_empty;
        end
        4'b0100:begin  
            if(fifo_full==1'b1)
                next_state<=fifo_full_state;
            else begin
            if(!fifo_full && !pkt_valid)
                next_state<=load_parity;
            else
                next_state<=load_data;
            end
        end
        4'b0110:begin  
            if(fifo_full==0)
                next_state<=load_after_full;
            else
                next_state<=fifo_full_state;
        end
			4'b0111:         	 
			begin
				if(!parity_done && low_pkt_valid)
					next_state<=load_parity;
				else if(!parity_done && !low_pkt_valid)
					next_state<=load_data;
				else 
					begin 
						if(parity_done==1'b1)
							next_state<=decode_address;
						else
							next_state<=load_after_full;
					end
			end
			4'b0101:                  
			begin
				next_state<=check_parity_error;
			end
			4'b1000:			 
			begin
				if(!fifo_full)
					next_state<=decode_address;
				else
					next_state<=fifo_full_state;
			end
			default:					 
				next_state<=decode_address; 
		endcase																					 
	end        
assign busy=((state==load_first_data)||(state==load_parity)||(state==fifo_full_state)||(state==load_after_full)||(state==wait_till_empty)||(state==check_parity_error))?1:0;
assign detect_add=((state==decode_address))?1:0;
assign lfd_state=((state==load_first_data))?1:0;
assign ld_state=((state==load_data))?1:0;
assign write_enb_reg=((state==load_data)||(state==load_after_full)||(state==load_parity))?1:0;
assign full_state=((state==fifo_full_state))?1:0;
assign laf_state=((state==load_after_full))?1:0;
assign rst_int_reg=((state==check_parity_error))?1:0;
endmodule        
==> ./run.sh <==
#!/bin/bash
# OpenROAD 26Q1-2900-gdf79404cd8, Yosys 0.63+post, stock flow scripts
make -C /OpenROAD-flow-scripts/flow DESIGN_CONFIG=/design/flow/config.mk WORK_HOME=/design/flow/orfs finish
==> ./config.mk <==
export PLATFORM = sky130hd
export DESIGN_NAME = fsm
export DESIGN_NICKNAME = fsm
export VERILOG_FILES = /design/flow/design.v
export SDC_FILE = /design/flow/constraint.sdc
export NUM_CORES = 4
export LEC_CHECK = 1
export CORE_AREA = 10 10 70 70
export DIE_AREA = 0 0 80 80
==> ./constraint.sdc <==
current_design fsm

set clk_period 1.3
set clk_io_pct 0.2

create_clock -name clk0 -period $clk_period [get_ports {clock}]

set non_clock_inputs [all_inputs -no_clocks]
set_input_delay [expr $clk_period * $clk_io_pct] -clock clk0 $non_clock_inputs
set_output_delay [expr $clk_period * $clk_io_pct] -clock clk0 [all_outputs]
==> flow_metrics.env <==
# implementation run metrics
export IMPL_cap_violations=0
export IMPL_hold_slack_ns=0.502
export IMPL_yosys_area_top_type_share_pct=44.2
export IMPL_leakage_nw=0.392
export IMPL_cts_hold_buf=0
export IMPL_rsz0062_at_grt="yes"
export IMPL_p_per_area_nw_per_um2=765
export IMPL_drive_above_1_share_pct=34.2
export IMPL_post_drt_wl_per_cell_um=11.2
export IMPL_end_kind="primary output"
export IMPL_syn_avg_cell_area_sq_um=10.3
export IMPL_path_clk_slew_ns=0.06
export IMPL_timing_rr_start="temp[1]"
export IMPL_dpl_cell_count=119
export IMPL_clock_skew_ns=0.00247
export IMPL_path_class="register to primary output"
export IMPL_fin_setup_tns_ns=-0.0193
export IMPL_yosys_cells=44
export IMPL_hp_class="register to register"
export IMPL_finalCriticalPeriod_ns=1.32
export IMPL_yosys_stat_seqShare_pct=44.2
export IMPL_n_antenna_cell=0
export IMPL_area_leaders="dfxtp_1 (44%), mux2i_1 (11%), nor2b_1 (5.5%)"
export IMPL_synth_cells=44
export IMPL_dr_pass1_iters=4
export IMPL_cp_arrival_ns=1.06
export IMPL_syn_area_sq_um=453
export IMPL_insertion_delay_ns=0.26
export IMPL_core_sq_um=3420
export IMPL_setup_slack_ns=-0.0161
export IMPL_cp_start_kind="register"
export IMPL_grt_pass1_wl_mm=2.29
export IMPL_num_rows=21
export IMPL_gp_congestion=0.670
export IMPL_worstPathMaxFanout=4
export IMPL_cts_buffer_depth=2
export IMPL_drtIter0Drc=22
export IMPL_cts_root_buffer="clkbuf_4"
export IMPL_ys_flops=10
export IMPL_worst_pin_slew_ns=0.225
export IMPL_final_cell_count_no_fill=125
export IMPL_numClockSinks=10
export IMPL_io_buffers=21
export IMPL_ys_area_sq_um=453
export IMPL_area_growth_pct=86.2
export IMPL_die_width_um=80
export IMPL_antenna_found_initial=0
export IMPL_io_pins=22
export IMPL_track_usage_pct=4.46
export IMPL_vias=479
export IMPL_violations="negative setup slack"
export IMPL_warnings=27
export IMPL_crit_path_start="state[7]"
export IMPL_remaining_drc_errors=0
export IMPL_holdCritStartpoint="state[5]"
export IMPL_synth_top_cell_by_area="dfxtp_1"
export IMPL_yosys_warnings=1
export IMPL_async_flop_share_pct=0
export IMPL_crit_required_ns=1.04
export IMPL_post_place_ws_ns=-0.167
export IMPL_grt_overflow_total=0
export IMPL_die_area_sq_um=6400
export IMPL_synth_top_flop_cell="dfxtp_1"
export IMPL_grt_pass1_vias=456
export IMPL_max_slew_margin_pct=84.9
export IMPL_cts_tree="built"
export IMPL_viasPerCell=3.83
export IMPL_synth_cell_types=23
export IMPL_ir_drop_uv=345
export IMPL_fp_util_pct=13.3
export IMPL_edf_count=0
export IMPL_setup_viol=2
export IMPL_report_final_slew_viol_count=0
export IMPL_status="finished, violations left"
export IMPL_cts_max_level=1
export IMPL_finalClockPeriodUsage_pct=101
export IMPL_dieHeight_um=80
export IMPL_cts_inserted_buffers=3
export IMPL_power_uw=645
export IMPL_routed_wl_mm=1.40
export IMPL_hold_viol=0
export IMPL_detail_route_antenna_nets=0
export IMPL_grt_max_degree=9
export IMPL_fmax_mhz=760
cell usage after synthesis, types with 2 or more instances:
| master | number |
|---|---|
| dfxtp_1 | 10 |
| inv_1 | 2 |
| mux2i_1 | 5 |
| nand2_1 | 2 |
| nand3b_1 | 2 |
| nor2_1 | 2 |
| nor2b_1 | 4 |
| nor3b_1 | 2 |
worst max-delay path: stages (launching register included):
cell	delay, ns
dfxtp_2	0.35
or3_1	0.34
buf_2	0.12
sequential cells by signal, summed over array words and instances (netlist names):
name and count:
temp 2, state 8
power by group:
part           internal, mW  switching [mW]
clock network         0.106          0.0939
registers             0.316         0.00879
logic                0.0797          0.0402
repair_timing:
item | 4_1_cts | 5_1_grt
pin swaps | 3 | 2
setup endpoints to repair | 8 | 3
gates resized | 23 | 1
buffers inserted | 4 | 0
cells in the final DEF, fill, tap and decap left out:
cell	instances
a221oi_1	1
dfxtp_1	3
nand3b_1	2
o21ai_0	1
and4b_1	1
nor3b_1	2
buf_2	2
nand3_1	1
a21bo_2	1
and3_1	1
o311a_1	1
o211ai_1	1
a31oi_1	1
a311oi_1	1
nor4_4	1
clkbuf_4	3
dfxtp_2	7
and2_1	1
nor2b_1	4
clkdlybuf4s50_1	13
buf_4	8
or3_1	1
dlygate4sd2_1	6
nor2_1	2
o211a_4	1
mux2i_1	5
inv_1	2
buf_6	3
nand2_1	2
and4_4	1
metal layers:
metal	share of wire, %	routed length [um]	track usage (%)
met2	38	537	5.54
met5	0	0	0
met1	51	714	6.93
met3	10	140	2.16
met4	0.78	11	0.176
worst paths after layout:
kind                                 endpoint  depth (start not counted)  slack, ns
worst max-delay path            write_enb_reg                          2      -0.02
worst min-delay path                 state[1]                          1       0.50
worst max register to register       state[6]                          3       0.19
worst min register to register       state[1]                          1       0.50
cell families (layout without fill, tap and decap cells):
family | Yosys count | count (layout) | synth area share, %
muxes | 5 | 5 | 11.1
buffers and inverters | 2 | 37 | 1.66
AOI/OAI and AO/OA | 8 | 8 | 16.3
DFF | 10 | 10 | 44.2
and+or+nand+nor | 19 | 19 | 26.8
metrics by stage:
step,cell area (sq um),util [%]
after floorplan,453,-
after global placement,781,22.9
after detailed placement,781,22.9
after CTS,842,24.7
after global routing,843,24.7
final,843,24.7
final cells by class:
cell class	instances	area (sq um)
tap	46	57.6
inverter	2	7.51
fill	389	2570
clock buffer	3	22.5
sequential	10	209
timing repair buffer	32	287
multi-input combinational	32	260
No activity file was given, so power comes from the tool's default toggle rates.
