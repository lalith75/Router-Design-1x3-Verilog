==> flow/design.v <==
module router_fifo(data_in,clock,resetn,soft_reset,write_enb,read_enb,lfd_state,data_out,full,empty);
input [7:0]data_in;
input resetn,clock;
input soft_reset;
input write_enb,read_enb;
input lfd_state;
output reg [7:0]data_out;
output full,empty;
reg [7:0]mem[15:0];
reg [4:0]wr_pntr,rd_pntr;
reg lfd_state_s;
reg [6:0]fifo_counter;
integer i;
always@(posedge clock)
begin
    if(!resetn)
    begin
        wr_pntr<=0;
        rd_pntr<=0;
    end
    else if(soft_reset)
    begin
        wr_pntr<=0;
        rd_pntr<=0;
    end
    else
    begin
        if(write_enb && !full)
        begin
            wr_pntr<=wr_pntr+1;
        end
        else
            wr_pntr<=wr_pntr;
        if(read_enb && !empty)
        begin
            rd_pntr<=rd_pntr+1;
        end
        else
            rd_pntr<=rd_pntr;
    end
end
always@(posedge clock)
begin
    if(!resetn)
    begin
        for(i=0;i<16;i=i+1)
        begin
        mem[i]<=0;
        end
    end
    else if(soft_reset)
    begin
        for(i=0;i<16;i=i+1)
        begin
        mem[i]<=0;
        end
    end
    else if(write_enb && !full)
    begin
        mem[wr_pntr[3:0]]<={lfd_state_s,data_in};  
    end
end
always@(posedge clock)
begin
    if(!resetn)
    begin
        data_out<=8'd0;
    end
    else if(soft_reset)
    begin
        data_out<=8'hz;
    end
    else if(read_enb && !empty)
    begin
        data_out<=mem[rd_pntr[3:0]];
    end
end
always@(posedge clock)
begin
    if(!resetn)
        lfd_state_s<=0;
    else
    lfd_state_s<=lfd_state;
end
always@(posedge clock)
begin
    if(!resetn)
    begin
        fifo_counter<=0;
    end
    else if(soft_reset)
    begin
        fifo_counter<=0;
    end
    else if(read_enb && !empty)
    begin
    if(mem[rd_pntr[3:0]][8]==1)
        fifo_counter<=mem[rd_pntr[3:0]][7:2] +1'b1;
    else if(fifo_counter!=0)
        fifo_counter<=fifo_counter-1'b1;
    end
end
assign full=(wr_pntr[3:0] == rd_pntr[3:0])&&(wr_pntr[4] != rd_pntr[4]);
assign empty=(wr_pntr==rd_pntr);
endmodule
==> flow/run.sh <==
#!/bin/bash
# OpenROAD 26Q1-2900-gdf79404cd8, Yosys 0.63+post, stock flow scripts
make -C /OpenROAD-flow-scripts/flow DESIGN_CONFIG=/design/flow/config.mk WORK_HOME=/design/flow/orfs finish
==> flow/config.mk <==
export PLATFORM = sky130hd
export DESIGN_NAME = router_fifo
export DESIGN_NICKNAME = router_fifo
export VERILOG_FILES = /design/flow/design.v
export SDC_FILE = /design/flow/constraint.sdc
export NUM_CORES = 4
export LEC_CHECK = 1
export CORE_UTILIZATION = 30
==> flow/constraint.sdc <==
current_design router_fifo

set clk_period 4.4
set clk_io_pct 0.2

create_clock -name clk0 -period $clk_period [get_ports {clock}]

set non_clock_inputs [all_inputs -no_clocks]
set_input_delay [expr $clk_period * $clk_io_pct] -clock clk0 $non_clock_inputs
set_output_delay [expr $clk_period * $clk_io_pct] -clock clk0 [all_outputs]
==> out/metrics.yaml <==
global_route:
  grt_pass1_wl_um: 23200
  grt_antenna_before_repair: 0
  first_global_vias: 4249
  grt_start_max_net_pins: 37
  grt_usage_pct: 14.0
  grt_overflow: 0
power_and_ir_drop:
  total_power_w: 0.00307
  vdd_ir_drop_max_mv: 0.243
  p_leak_nw: 2.63
  p_per_area_mw_per_mm2: 393
yosys:
  ys_ff: 150
  avgSynthCellArea_um2: 13.6
  yosys_cells: 495
  ys_sh_mux_pct: 13.6
  simple_gate_share_pct: 12.1
  ys_chip_area_mm2: 0.00673
  top_area_cell: "edfxtp_1"
  yosys.area_share.aoi_pct: 4.79
  ys_sh_xor_pct: 2.10
  synth.top_cell.area_share_pct: 57.1
  synthTopLogicFamily: "multiplexers"
  synth_area_mm2: 0.00673
  synth_cell_types: 37
  yosys-top-cells-area: "edfxtp_1 57%, mux4_2 10%, nor2_1 7.9%"
  yosysWarningCount: 3
  synthAdderAreaFrac_pct: 0.929
  yosysSeqAreaShare_pct: 63.6
  netlist_instances: 495
job:
  maxCapViolCount: 0
  tool_warnings: 29
worst_setup_path:
  critical_path.n_buffers_inverters: 1
  critPathMaxStageDelay_ns: 0.59
  crit_path_start_kind: "register"
  cp_cell_sequence: "xnor2_1, nand4_2, nor2_1, clkdlybuf4s50_1"
  critPathMaxFanout: 14
  critPathKind: "reg -> out"
  cp.required_ns: 3.52
  cp_top_family: "simple AND/OR/NAND/NOR gates"
  crit_path_end_kind: "output port"
  crit_slowest_cell: "dfxtp_1"
  worst_ep_arrival_time_ns: 2.50
final_timing:
  period_needed_ns: 3.38
  finalClockPeriodUsage_pct: 76.9
  maxSlewHeadroom_pct: 39.8
  clock_skew_ns: 0.00606
  tightest_slew_ns: 0.902
  hold_violations: 0
  maxSlewViolCount: 0
  holdWs_ns: 0.466
  setup_violations: 0
  fin_ws_ns: 1.02
  max_freq_mhz: 296
  setup_tns_ns: 0
  grt_setup_unrepaired: "no"
clock_network:
  clock_latency_ns: 0.42
  root_buffer: "clkbuf_16"
  cts_setup_buffers: 0
  tritoncts: "done"
  htree_levels: 4
  clock_sinks: 150
  cts-hold-fix-buffers: 0
  cts_resized: 0
  clockBufferDepth: 2
  numCtsBuffers: 17
  clkSlewWorstSetupHoldPaths_ns: 0.06
placement:
  dp_hpwl_um: 9190
  port_buffers: 22
  gp_congestion: 0.794
  place_ws_ns: 1.19
min_path:
  holdCritPathClass: "reg -> reg"
detailed_routing:
  drt_iter0_markers: 213
  ant_nets: 0
  drt-pass1-iter-count: 4
  wirelength_um: 14300
  num_vias: 3937
  num_antenna_cells: 0
  drc: 0
  vias_per_cell: 4.81
  wl_per_cell_um: 17.5
cells_and_area:
  final-comb-area_mm2: 0.00225
  synthToLayoutAreaGrowth_pct: 16.2
  fillCellCount: 2042
  layout-drive-gt1-share_pct: 18.7
  register_area_mm2: 0.00429
floorplan:
  chipWidth_um: 152
  fp_util_pct: 30.8
  core_area_mm2: 0.0219
  die-area_mm2: 0.0230
  num_rows: 54
  pin_count: 24
  die_height_um: 152
run_status:
  status: "complete, no violations"
[layout by cell type (no fill, tap or decap), types with 2 or more instances in the layout]
cell type        netlist  layout
nor2_1               142     142
edfxtp_1             128     128
nand2_1               35      35
mux4_2                31      31
clkdlybuf4s50_1        0      22
buf_4                  1      22
dfxtp_1               22      21
o21ai_0               18      18
clkbuf_16              0      17
mux2i_1               10      10
and2_1                 9       9
mux2_2                 8       8
o2bb2ai_1              8       8
xor2_1                 7       7
a21oi_1                7       7
xnor2_1                6       6
clkinvlp_4             0       6
ha_1                   5       5
nor2b_1                3       3
o2111ai_2              3       3
nand2b_1               3       3
o211ai_1               3       3
clkinv_2               0       3
inv_1                  2       2
and4_1                 2       2
o21ai_2                2       2
clkinv_4               0       2
[metal layers]
| layer | track usage (%) | vias to the layer above | part of all wire (%) |
|---|---|---|---|
| met5 | 1.04 | - | 0 |
| met4 | 1.62 | 0 | 1.2 |
| met3 | 8.20 | 11 | 12 |
| met2 | 20.5 | 181 | 46 |
| met1 | 19.0 | 1879 | 41 |
| li1 | - | 1866 | - |
[stage by stage]
stage | util, % | instances | cell area [um^2]
finish | 35.7 | 819 | 7820
global route | 35.7 | 819 | 7820
CTS | 35.7 | 819 | 7820
detailed placement | 33.3 | 788 | 7280
global placement | 33.3 | 788 | 7280
floorplan | - | 495 | 6730
[synthesized netlist by cell type (all sizes together)]
cell       n
mux2i     10
or2        1
mux2       8
ha         5
o2111ai    5
buf       27
nand2b     3
and3       1
inv        2
nand4      2
and2       9
o21a       1
edfxtp   128
a21oi      7
o21ai     20
o211ai     3
mux4      32
nand2     35
o2bb2ai    8
nor2     143
nor2b      3
and4       2
xnor2      7
dfxtp     22
xor2       7
clkbuf     4
[worst paths after layout]
kind | startpoint | end | slack [ns] | depth (start not counted)
max | wr_pntr[2] | full | 1.02 | 4
min | data_out[4] | data_out[4] | 0.47 | 1
max reg2reg | wr_pntr[2] | mem[7][3] | 1.64 | 5
min reg2reg | data_out[4] | data_out[4] | 0.47 | 1
[kinds of logic after synthesis]
| group | after synthesis |
|---|---|
| buf+inv | 33 |
| flops | 150 |
| compound gates | 44 |
| simple gates | 199 |
| xor+xnor | 14 |
| mux | 50 |
| fa+ha+maj | 5 |
[state kept, by name, indices dropped and copies added, names as in the netlist, named ones only]
| signal | cells |
|---|---|
| mem | 128 |
| wr_pntr | 5 |
| data_out | 8 |
| rd_pntr | 5 |
[layout make-up]
type                            instances  share of cell area, %
Multi-Input combinational cell        312                   28.8
Clock buffer                           18                   5.49
Clock inverter                         13                   1.42
Tap cell                              280                   4.48
Sequential cell                       150                   54.8
Inverter                                2                 0.0960
Timing Repair Buffer                   44                   4.93
[where the power goes]
group | switching, W | internal (W) | leakage [nW]
Clock | 0.000545 | 0.000768 | 0.247
Sequential | 0.0000167 | 0.00159 | 1.61
Combinational | 0.0000870 | 0.0000631 | 0.776
Total | 0.000649 | 0.00242 | 2.63
Power and IR drop assume default switching activity.
