==> flow/design.v <==
module register(
    input clock,resetn,pkt_valid,fifo_full,rst_int_reg,detect_add,ld_state,laf_state,full_state,lfd_state,
    input [7:0] data_in,
    output reg parity_done,err,low_pkt_valid,
    output reg [7:0] dout
    );
    reg [7:0]header_byte;
    reg [7:0]fifo_full_reg;
    reg [7:0]internal_parity;
    reg [7:0]packet_parity; 
    always@(posedge clock)
    begin
        if(resetn)
        begin
            dout<=8'd0;
        end
        else
        begin
            if(detect_add && pkt_valid)  
                header_byte<=data_in;
            else if(lfd_state)       
                dout<=header_byte;
            else if(ld_state && !fifo_full)      
                dout<=data_in;
            else if(ld_state && fifo_full)       
                fifo_full_reg<=data_in;
            else if(laf_state)                   
                dout<=fifo_full_reg;
        end
    end
    always@(posedge clock)
    begin
        if(resetn)
        packet_parity<=8'd0;
        else
        begin
            if(!pkt_valid && ld_state)
                packet_parity<=data_in;
        end
    end
    always@(posedge clock)
    begin
        if(resetn)
            internal_parity<=8'd0;
        else
        begin
            if(lfd_state)
                internal_parity<=internal_parity^header_byte;
            else if(ld_state && pkt_valid && !fifo_full)
                internal_parity<=internal_parity^data_in;
            else if(detect_add)
                internal_parity<=8'd0;
        end
    end
    always@(posedge clock)
    begin
        if(resetn)
            err<=1'b0;
        else
        begin
            if(parity_done)
            begin
                if(internal_parity != packet_parity)
                    err<=1'b1;
                else
                    err<=1'b0;
            end
        end
    end
    always@(posedge clock)
    begin
        if(resetn)
            parity_done<=1'b0;
        else if(detect_add)
            parity_done<=0;
        else
        begin
            if((ld_state && !fifo_full && !pkt_valid) || (laf_state && low_pkt_valid && !parity_done))
                parity_done<=1'b1;
        end
    end
    	always@(posedge clock)
	   		begin
              if(!resetn)
	 				low_pkt_valid<=0; 
         		else if(rst_int_reg)
	 				low_pkt_valid<=0;
              else if(ld_state && !pkt_valid) 
         			low_pkt_valid<=1;
			end
endmodule
==> flow/run.sh <==
#!/bin/bash
# OpenROAD 26Q1-2900-gdf79404cd8, Yosys 0.63+post, stock flow scripts
make -C /OpenROAD-flow-scripts/flow DESIGN_CONFIG=/design/flow/config.mk WORK_HOME=/design/flow/orfs finish
==> flow/config.mk <==
export PLATFORM = sky130hd
export DESIGN_NAME = register
export DESIGN_NICKNAME = register
export VERILOG_FILES = /design/flow/design.v
export SDC_FILE = /design/flow/constraint.sdc
export NUM_CORES = 4
export LEC_CHECK = 1
export CORE_UTILIZATION = 30
==> flow/constraint.sdc <==
current_design register

set clk_period 3.1
set clk_io_pct 0.2

create_clock -name clk0 -period $clk_period [get_ports {clock}]

set non_clock_inputs [all_inputs -no_clocks]
set_input_delay [expr $clk_period * $clk_io_pct] -clock clk0 $non_clock_inputs
set_output_delay [expr $clk_period * $clk_io_pct] -clock clk0 [all_outputs]
==> run notes <==
The leakage power figure is 0.969 nW. Clock latency on the worst-skew pair, taken at its later pin, is 0.29 ns. Looking at the worst setup and hold paths, the clock pins of their registers show a slew of 0.08 ns. Hold-check failures listed in the final report amount to 0.

Detailed placement ended at an HPWL of 3450 microns. By area the synthesized netlist is led by sky130_fd_sc_hd__dfxtp_1 26%, sky130_fd_sc_hd__edfxtp_1 23%, sky130_fd_sc_hd__a211oi_1 5.4%. The synthesis report gives the async set-or-reset register share as 0%. The commonest cells after synthesis are 27 x sky130_fd_sc_hd__dfxtp_1, 25 x sky130_fd_sc_hd__nand2_1, 16 x sky130_fd_sc_hd__edfxtp_1, 15 x sky130_fd_sc_hd__a211oi_1. The final weighted congestion recorded by global placement is 0.831. The report lists the cells along the critical path as clkdlybuf4s50_1, and3b_1, or4_1, a31oi_1.

sky130_fd_sc_hd__dfxtp_1 takes more of the synthesized area than any other cell. For this run, the detailed router's first-pass iteration total came to 4. For the total area of multi-input combinational cells, the log shows 945 sq um. The number of global-route vias before repair is 1,665, and the cell row count is 29. The most used flip-flop cell was sky130_fd_sc_hd__dfxtp_1. The final layout reports a setup TNS of 0 ns. Setup repair after global routing left no endpoint under its margin. In this run the mean area of a mapped cell was 10.7 sq um. The post-synthesis chip area from yosys is 2080 sq um, and the worst IR drop on VDD is 0.274 mV. For this run, the slowest stage of the critical path takes 0.69 ns.

The data required time reported for the critical path is 3.32 ns. The actual slew at the worst max-slew pin works out to 0.603 ns. After floorplanning, the die was sized to cover 7260 sq um. The synthesis stat section lists a flop and latch total of 43. Floorplan die height: 85.2 microns. The final worst hold slack is 0.470 ns.

Sequential area share after synthesis: 49.2%. Per the synthesis report, the single largest cell type by area occupies 26.0% of cell area. Once the clock tree was built, the resizer swapped 0 gates to a different size. The initial antenna violation count was 0.

Derived from the worst setup path, the maximum achievable clock frequency is 467 MHz. Hold repair after CTS inserted 0 buffers. The relative max-transition margin was 59.7%; the number of warnings in the stage logs was 26.

The tools report the element type at the critical path start as an input pin. The number of buffers between clock root and the deepest sink was 2. The DRC violation total left in the routed layout is recorded as 0. The logs give 5 for the number of CTS-inserted buffers and 2480 sq um for the final cell area excluding filler cells. Per the final report, max-transition violations number 0.

After filler insertion, the fill cell instance count of the layout stands at 645. The buffers plus inverters on the worst setup path is 1, and the count of inserted antenna diode cells is 0. The number of distinct library cells after synthesis was 39.

For the post-route clock skew, the log shows 0.00632 ns. With the number of nets with antenna violations after detailed routing at 0, the number of H-tree branching levels is 2. The class of the most critical hold timing path was flop to flop.

The wire length after detailed routing is 4880 microns. The number of setup buffers added after CTS is 0. The buffer_ports step reported a buffer count of 27. The first global-routing pass estimated 8400 microns of wire.

The run finished with clean final reports. Entering global routing, the biggest net connects 18 pins. Per the detail_route report, routed wire per instance is 16.3 microns. The worst path in the final design needs a cycle of 2.14 ns, including I/O delays and setup.

In the finished design, the share of the clock period the worst path needs comes to 69.0%. In this run the standard cell core region covers 6530 sq um. For this configuration, the core starts out at a cell density of 31.8%.

With the number of vias per cell at 5.40, the power density over the cells is 463 nW/um^2. The tools report the overall track demand over capacity in global routing as 15.4%. Per the layout area report, the register area comes to 1020 sq um. According to the timing report, the arrival time at the worst endpoint equals 2.36 ns.

The cell at the root of the clock tree is sky130_fd_sc_hd__clkbuf_8. Among all cell types in the netlist, the one instantiated most often is sky130_fd_sc_hd__dfxtp_1. The number of warnings printed during yosys synthesis was 1; the number of enable flip-flop cells was 16.

The run gives 83 for the detailed router's first-iteration violation count. The number of cells produced by synthesis was 194; the overall via count from detail_route was 1,615. The cell area that synthesis handed to floorplanning was 2080 sq um. Setup violations remaining at the end of the flow were counted as 0. Of the cells placed in the final design, the portion with a size suffix greater than 1 is 8.56%. After synthesis, the design contains 194 cells according to Yosys.

The kind of cell with the highest combined delay along the critical path is simple AND/OR/NAND/NOR gates. STA lists the maximum fanout along the critical path as 16. The max-capacitance violation count was 0. The total clock sinks came out at 43. The tools report the placed standard-cell area as 2400 sq um. The worst setup path is captured at a flop.

The critical path is of the input pin to flop type. The run gives 29 for the number of I/O pins. Slowest cell on the critical path: sky130_fd_sc_hd__clkdlybuf4s50_1. With the die outline width at 85.2 microns, the leftover overflow at the end of global routing is 0.

In this run the layout overhead on the synthesized area is reported as 19.7%. TritonCTS built the clock tree.
-- layer usage --
layer	track usage [%]	up-vias	part of all wire (%)
li1	-	786	-
met3	3.55	5	5.5
met1	23.9	776	49
met4	2.16	0	0.98
met5	0	-	0
met2	23.3	48	45
-- metrics by stage --
| step | worst slack [ns] | cells | power, W | utilization (%) |
|---|---|---|---|---|
| 6_report | 0.960 | 299 | 0.00115 | 38.0 |
| 5_1_grt | 0.862 | 299 | 0.00121 | 38.0 |
| 4_1_cts | 0.970 | 299 | 0.00116 | 38.0 |
| 3_5_place_dp | 0.666 | 291 | 0.000827 | 36.8 |
| 3_3_place_gp | 0.680 | 291 | 0.000826 | 36.8 |
| 2_1_floorplan | 0.740 | 194 | 0.000750 | - |
-- final timing paths --
check	startpoint	to	slack, ns	depth (start not counted)
hold / removal	packet_parity[0]	packet_parity[0]	0.47	2
hold reg to reg	packet_parity[0]	packet_parity[0]	0.47	2
setup / recovery	fifo_full	internal_parity[7]	0.96	4
setup reg to reg	header_byte[7]	internal_parity[7]	1.92	3
-- worst reg2reg max path, stage by stage (launching register included) --
cell and delay, ns:
sky130_fd_sc_hd__edfxtp_1 0.40, sky130_fd_sc_hd__mux2_2 0.29, sky130_fd_sc_hd__a211o_1 0.27, sky130_fd_sc_hd__a31oi_1 0.14
-- power breakdown --
| part | internal (W) | switching [W] |
|---|---|---|
| clock network | 0.000160 | 0.000176 |
| registers | 0.000617 | 0.0000198 |
| logic | 0.0000902 | 0.0000868 |
-- logic make-up after synthesis --
logic type	share of synthesized area, %
AND-OR/OR-AND	21.0
buffers and inverters	5.30
flip-flops	49.2
AND/OR/NAND/NOR	17.2
XOR/XNOR	3.38
multiplexers	3.92
-- placed cells by master (no fill, tap or decap), types with 2 or more instances in the layout --
master and count:
sky130_fd_sc_hd__nand2b_1 2, sky130_fd_sc_hd__a211oi_1 15, sky130_fd_sc_hd__nor2_1 9, sky130_fd_sc_hd__a21oi_1 9, sky130_fd_sc_hd__clkbuf_1 3, sky130_fd_sc_hd__mux2i_1 7, sky130_fd_sc_hd__o32ai_1 8, sky130_fd_sc_hd__nand2_1 25
sky130_fd_sc_hd__and3b_1 9, sky130_fd_sc_hd__o31a_1 7, sky130_fd_sc_hd__clkbuf_8 5, sky130_fd_sc_hd__dfxtp_1 27, sky130_fd_sc_hd__edfxtp_1 16, sky130_fd_sc_hd__nor3_1 3, sky130_fd_sc_hd__clkdlybuf4s50_1 27, sky130_fd_sc_hd__buf_4 8
sky130_fd_sc_hd__xor2_1 7, sky130_fd_sc_hd__o211a_1 7, sky130_fd_sc_hd__nor4b_1 7, sky130_fd_sc_hd__nor4_1 2
-- cell type report --
| class | count | share of cell area (%) |
|---|---|---|
| clock buffer | 8 | 3.22 |
| inverter | 3 | 0.453 |
| multi-input combinational | 133 | 38.0 |
| sequential | 43 | 41.1 |
| tap | 77 | 3.88 |
| timing repair buffer | 35 | 13.3 |
Power figures rest on the tool's default switching activity, not on a simulated workload.
